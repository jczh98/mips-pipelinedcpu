===== ./design.v =====
`timescale 1ns / 1ps
module Inst_ROM2(a,inst
	);
	input [31:0] a;
	output [31:0] inst;
	wire [31:0] rom [0:63];
	assign rom[6'h00]=32'h00000000;
	assign rom[6'h01]=32'h14000801; 
	assign rom[6'h02]=32'h14002422; 
	assign rom[6'h03]=32'h00100c41; 
	assign rom[6'h04]=32'h3c000422; 
	assign rom[6'h05]=32'h00101003; 
	assign rom[6'h06]=32'h00100c80; 
	assign rom[6'h07]=32'h04100443; 
	assign rom[6'h08]=32'h04100443; 
	assign rom[6'h09]=32'h00000000;
	assign rom[6'h0A]=32'h00000000;
	assign rom[6'h0B]=32'h00000000;
	assign rom[6'h0C]=32'h00000000;
	assign rom[6'h0D]=32'h00000000;
	assign rom[6'h0E]=32'h00000000;
	assign rom[6'h0F]=32'h00000000;
	assign rom[6'h10]=32'h00000000;
	assign rom[6'h11]=32'h00000000;
	assign rom[6'h12]=32'h00000000;
	assign rom[6'h13]=32'h00000000;
	assign rom[6'h14]=32'h00000000;
	assign rom[6'h15]=32'h00000000;
	assign rom[6'h16]=32'h00000000;
	assign rom[6'h17]=32'h00000000;
	assign rom[6'h18]=32'h00000000;
	assign rom[6'h19]=32'h00000000;
	assign rom[6'h1A]=32'h00000000;
	assign rom[6'h1B]=32'h00000000;
	assign rom[6'h1C]=32'h00000000;
	assign rom[6'h1D]=32'h00000000;
	assign rom[6'h1E]=32'h00000000;
	assign rom[6'h1F]=32'h00000000;
	assign rom[6'h20]=32'h00000000;
	assign rom[6'h21]=32'h00000000;
	assign rom[6'h22]=32'h00000000;
	assign rom[6'h23]=32'h00000000;
	assign rom[6'h24]=32'h00000000;
	assign rom[6'h25]=32'h00000000;
	assign rom[6'h26]=32'h00000000;
	assign rom[6'h27]=32'h00000000;
	assign rom[6'h28]=32'h00000000;
	assign rom[6'h29]=32'h00000000;
	assign rom[6'h2A]=32'h00000000;
	assign rom[6'h2B]=32'h00000000;
	assign rom[6'h2C]=32'h00000000;
	assign rom[6'h2D]=32'h00000000;
	assign rom[6'h2E]=32'h00000000;
	assign rom[6'h2F]=32'h00000000;
	assign rom[6'h30]=32'h00000000;
	assign rom[6'h31]=32'h00000000;
	assign rom[6'h32]=32'h00000000;
	assign rom[6'h33]=32'h00000000;
	assign rom[6'h34]=32'h00000000;
	assign rom[6'h35]=32'h00000000;
	assign rom[6'h36]=32'h00000000;
	assign rom[6'h37]=32'h00000000;
	assign rom[6'h38]=32'h00000000;
	assign rom[6'h39]=32'h00000000;
	assign rom[6'h3A]=32'h00000000;
	assign rom[6'h3B]=32'h00000000;
	assign rom[6'h3C]=32'h00000000;
	assign rom[6'h3D]=32'h00000000;
	assign rom[6'h3E]=32'h00000000;
	assign rom[6'h3F]=32'h00000000;
	assign inst=rom[a[7:2]];
endmodule

===== ./run.sh =====
#!/bin/bash
# OpenROAD 26Q1-2900-gdf79404cd8, Yosys 0.63+post, stock flow scripts
make -C /OpenROAD-flow-scripts/flow DESIGN_CONFIG=/design/flow/config.mk WORK_HOME=/design/flow/orfs finish

===== ./config.mk =====
export PLATFORM = sky130hd
export DESIGN_NAME = Inst_ROM2
export DESIGN_NICKNAME = Inst_ROM2
export VERILOG_FILES = /design/flow/design.v
export SDC_FILE = /design/flow/constraint.sdc
export NUM_CORES = 4
export LEC_CHECK = 1
export CORE_AREA = 10 10 70 70
export DIE_AREA = 0 0 80 80

===== ./constraint.sdc =====
current_design Inst_ROM2

set clk_period 5.3
set clk_io_pct 0.2

create_clock -name clk0 -period $clk_period

set non_clock_inputs [all_inputs -no_clocks]
set_input_delay [expr $clk_period * $clk_io_pct] -clock clk0 $non_clock_inputs
set_output_delay [expr $clk_period * $clk_io_pct] -clock clk0 [all_outputs]

==> GITHUB_STEP_SUMMARY <==
## Synthesis and layout report

| Metric | Value |
|---|---|
| Total GRT Usage | `under 10%` |
| Yosys Chip Area | `roughly 420 um^2` |
| Residual DRC count | `0` |
| Core Rows | `21` |
| Largest net degree at the start of global routing | `15` |
| Leading area contributor after synthesis | `buf_4` |
| Hold path endpoint | `inst[26]` |
| Crit-path cells | `clkdlybuf4s50_1 -> or4b_4 -> o221ai_2 -> clkdlybuf4s50_1` |
| Flop area | `0 um^2` |
| Most common cell on crit path | `clkdlybuf4s50_1` |
| Pre-Repair DR Iteration Count | `4` |
| Max Clock Freq | `about 250 MHz` |
| Endpoints failing setup | `0` |
| Setup Buffers After CTS | `0` |
| # IOs | `~64` |
| IO Port Bufs | `20` |
| Post-layout period usage of the worst path | `76.8%` |
| 1st-iter DRT viols | `16` |
| Routed vias | `roughly 380` |
| Ys cells | `62` |
| Share of layout cells above drive strength 1 | `around 4.0%` |
| Arrival @ worst endpoint | `3.01 ns` |
| Routed len/inst | `between 10 and 15 um` |
| Die Span Y | `~80 um` |
| Syn Area/Cell | `6.74 um^2` |
| Hold WC Path Type | `primary input to output port` |
| Power Dens Cells | `~46 mW/mm^2` |
| Unrepaired setup endpoints after global routing | `false` |
| GP Congestion | `0.753` |
| Yosys warning count | `1` |
| Logic area | `a little over 300 um^2` |
| CTS Hold Bufs | `0` |
| Slowest cell delay on critical path | `~0.66 ns` |
| WHS Path Cells | `5` |
| Peak supply drop | `~6.6 uV` |
| Status | `finished clean` |
| Vias per cell | `approximately 3.1` |
| Post-Route WL | `around 1200 um` |
| Fillers | `400` |
| Antenna-violating nets left | `0` |
| Startpoint Class | `primary input` |
| First-pass GRT wire length | `~1800 um` |
| GRT overflow | `0` |
| Setup crit end kind | `output port` |
| Buf/Inv on CP | `2` |
| Max FO, Critical Path | `12` |
| Cell count after synthesis | `62` |
| Die Wd | `80 um` |
| Endpoints failing hold | `0` |
| Final Max Slew Viols | `0` |
| Top cells by area | `buf_4 (38%), nand2b_1 (7.5%), a21oi_1 (4.8%), xor2_1 (4.2%), nor3_1 (3.6%)` |
| Mapped Area | `approximately 420 um^2` |
| Top cell area share | `between 30% and 40%` |
| Max-cap violations | `0` |
| Via count of the first global-routing pass | `374` |
| Die area | `0.00640 mm^2` |
| Largest delay share family, worst path | `buffers and inverters` |
| Synth Seq Share | `0%` |
| Critical path type | `primary input to output port` |
| Finished Cell Area | `568 um^2` |
| FP Util | `around an eighth` |
| Diode count | `0` |
| Post-layout min period | `4.07 ns` |
| Antenna violations before repair | `0` |
| HP Start | `a[7]` |
| Log Warnings | `about 58` |
| Clock Buffer Count | `0` |
| Leak Pwr | `0.206 nW` |
| Area growth syn-to-layout | `35.9%` |
| Worst path slowest cell | `or4b_4` |
| TNS Setup | `0 ns` |
| Resize count post-CTS | `0` |
| Crit path DRT | `about 4.2 ns` |
| DP Area | `~570 um^2` |
| Flip-flops | `0` |
| Core Footprint | `roughly 0.0034 mm^2` |
| Fin Hold WS | `approximately 3.2 ns` |
| Synth unique cells | `24` |
[logic make-up after synthesis]
kind of cell | count (synthesis) | synth area share, %
buf+inv | 24 | 41.0
simple gates | 23 | 34.7
compound gates | 11 | 17.1
xor+xnor | 3 | 6.29
other cells | 1 | 0.897
[cell usage in the layout, fill, tap and decap left out, drive strengths merged]
cell type | netlist | final
conb | 1 | 18
nor4 | 1 | 1
or4b | 1 | 1
xor2 | 2 | 2
nor3b | 1 | 1
a21oi | 4 | 4
or2 | 1 | 1
and2b | 1 | 1
nand2b | 6 | 6
nand2 | 2 | 2
a31oi | 1 | 1
a22oi | 1 | 1
clkdlybuf4s50 | 0 | 20
o21ai | 3 | 3
or3 | 1 | 1
nor3 | 3 | 3
nand3b | 2 | 2
a21o | 1 | 1
xnor2 | 1 | 1
nor2 | 4 | 4
o221ai | 1 | 1
[synthesized netlist by cell type]
library cell  count
a21o_1            1
a21oi_1           4
a22oi_1           1
a31oi_1           1
and2b_1           1
buf_2             2
buf_4            21
clkbuf_1          1
conb_1            1
nand2_1           2
nand2b_1          5
nand2b_4          1
nand3b_1          2
nor2_1            4
nor3_1            3
nor3b_1           1
nor4_1            1
o21ai_0           3
o221ai_2          1
or2_0             1
or3_1             1
or4b_4            1
xnor2_1           1
xor2_1            2
[cell type report]
| class | count | share of cell area [%] |
|---|---|---|
| Tap cell | 46 | 10.1 |
| Timing Repair Buffer | 20 | 35.2 |
| Multi-Input combinational cell | 55 | 54.6 |
[power by group]
part	leakage [nW]	switching [mW]	internal, mW	total [mW]
logic	0.206	0.0121	0.0140	0.0261
clock network	0	0	0	0
registers	0	0	0	0
[per-stage QoR]
stage          setup slack (ns)  std cells  utilization (%)  power (mW)
5_1_grt                    1.14        121             16.6      0.0297
6_report                   1.23        121             16.6      0.0261
3_5_place_dp               1.22        121             16.6      0.0268
2_1_floorplan              2.42         79                -      0.0242
3_3_place_gp               1.21        121             16.6      0.0268
4_1_cts                    1.22        121             16.6      0.0270
[tightest hold or removal path, cell delays in order]
cell	delay, ns
clkdlybuf4s50_1	0.48
nor4_1	0.06
nand2_1	0.07
o221ai_2	0.08
clkdlybuf4s50_1	0.41
[layer usage]
metal | global-route usage (%) | routed length [um]
met1 | 3.82 | 509
met2 | 5.70 | 581
met3 | 0.795 | 128
met4 | 0 | 0
met5 | 0 | 0
[worst max path at each step]
| stage | startpoint | end | slack, ns | cells after the start |
|---|---|---|---|---|
| 4_1_cts | a[2] | inst[26] | 1.22 | 4 |
| 6_report | a[4] | inst[26] | 1.23 | 4 |
| 5_1_grt | a[2] | inst[6] | 1.14 | 4 |
No activity file was given, so power comes from the tool's default toggle rates.
