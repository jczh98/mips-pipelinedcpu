==> flow/design.v <==
`timescale 1ns / 1ps
module Inst_ROM(a,inst
	);
	input [31:0] a;
	output [31:0] inst;
	wire [31:0] rom [0:63];
	assign rom[6'h00]=32'h00000000;
	assign rom[6'h01]=32'h14000801; 
	assign rom[6'h02]=32'h14002422; 
	assign rom[6'h03]=32'h00100c41; 
	assign rom[6'h04]=32'h48000006; 
	assign rom[6'h05]=32'h00101003; 
	assign rom[6'h06]=32'h00100c80; 
	assign rom[6'h07]=32'h04100443; 
	assign rom[6'h08]=32'h04100443; 
	assign rom[6'h09]=32'h00000000;
	assign rom[6'h0A]=32'h00000000;
	assign rom[6'h0B]=32'h00000000;
	assign rom[6'h0C]=32'h00000000;
	assign rom[6'h0D]=32'h00000000;
	assign rom[6'h0E]=32'h00000000;
	assign rom[6'h0F]=32'h00000000;
	assign rom[6'h10]=32'h00000000;
	assign rom[6'h11]=32'h00000000;
	assign rom[6'h12]=32'h00000000;
	assign rom[6'h13]=32'h00000000;
	assign rom[6'h14]=32'h00000000;
	assign rom[6'h15]=32'h00000000;
	assign rom[6'h16]=32'h00000000;
	assign rom[6'h17]=32'h00000000;
	assign rom[6'h18]=32'h00000000;
	assign rom[6'h19]=32'h00000000;
	assign rom[6'h1A]=32'h00000000;
	assign rom[6'h1B]=32'h00000000;
	assign rom[6'h1C]=32'h00000000;
	assign rom[6'h1D]=32'h00000000;
	assign rom[6'h1E]=32'h00000000;
	assign rom[6'h1F]=32'h00000000;
	assign rom[6'h20]=32'h00000000;
	assign rom[6'h21]=32'h00000000;
	assign rom[6'h22]=32'h00000000;
	assign rom[6'h23]=32'h00000000;
	assign rom[6'h24]=32'h00000000;
	assign rom[6'h25]=32'h00000000;
	assign rom[6'h26]=32'h00000000;
	assign rom[6'h27]=32'h00000000;
	assign rom[6'h28]=32'h00000000;
	assign rom[6'h29]=32'h00000000;
	assign rom[6'h2A]=32'h00000000;
	assign rom[6'h2B]=32'h00000000;
	assign rom[6'h2C]=32'h00000000;
	assign rom[6'h2D]=32'h00000000;
	assign rom[6'h2E]=32'h00000000;
	assign rom[6'h2F]=32'h00000000;
	assign rom[6'h30]=32'h00000000;
	assign rom[6'h31]=32'h00000000;
	assign rom[6'h32]=32'h00000000;
	assign rom[6'h33]=32'h00000000;
	assign rom[6'h34]=32'h00000000;
	assign rom[6'h35]=32'h00000000;
	assign rom[6'h36]=32'h00000000;
	assign rom[6'h37]=32'h00000000;
	assign rom[6'h38]=32'h00000000;
	assign rom[6'h39]=32'h00000000;
	assign rom[6'h3A]=32'h00000000;
	assign rom[6'h3B]=32'h00000000;
	assign rom[6'h3C]=32'h00000000;
	assign rom[6'h3D]=32'h00000000;
	assign rom[6'h3E]=32'h00000000;
	assign rom[6'h3F]=32'h00000000;
	assign inst=rom[a[7:2]];
endmodule
==> flow/run.sh <==
#!/bin/bash
# OpenROAD 26Q1-2900-gdf79404cd8, Yosys 0.63+post, stock flow scripts
make -C /OpenROAD-flow-scripts/flow DESIGN_CONFIG=/design/flow/config.mk WORK_HOME=/design/flow/orfs finish
==> flow/config.mk <==
export PLATFORM = sky130hd
export DESIGN_NAME = Inst_ROM
export DESIGN_NICKNAME = Inst_ROM
export VERILOG_FILES = /design/flow/design.v
export SDC_FILE = /design/flow/constraint.sdc
export NUM_CORES = 4
export LEC_CHECK = 1
export CORE_AREA = 10 10 70 70
export DIE_AREA = 0 0 80 80
==> flow/constraint.sdc <==
current_design Inst_ROM

set clk_period 2.2
set clk_io_pct 0.2

create_clock -name clk0 -period $clk_period

set non_clock_inputs [all_inputs -no_clocks]
set_input_delay [expr $clk_period * $clk_io_pct] -clock clk0 $non_clock_inputs
set_output_delay [expr $clk_period * $clk_io_pct] -clock clk0 [all_outputs]
==> flow_metrics.tcl <==
# place-and-route summary
set metrics [dict create \
    status "finished clean" \
    period_needed_ns 2.14 \
    grt_use_total 0.0404 \
    min_path_type "input port to output port" \
    yosysTopAreaCell "buf_4" \
    crit_arrival_ns 1.70 \
    synth_cell_types 22 \
    grt_antenna_before_repair 0 \
    synthTopLogicFamily "buffers and inverters" \
    ys_sh_mux 0.0248 \
    pin_count 64 \
    final_util 0.221 \
    flop_area_um2 0 \
    area_delta_synth_final_pct 87.0 \
    dr.first_iter.drc_count 13 \
    fp.dieH_um 80 \
    worstSetupPathType "input port to output port" \
    firstDrtPassIters 4 \
    hold_viol 0 \
    yosys.area_share.adder 0 \
    yosysWarnings 1 \
    diodes 0 \
    die_area_um2 6400 \
    synth.area.top_cells "buf_4 (37%), nand3b_1 (7.4%), a21oi_1 (6.2%)" \
    grt_pass1_wl_mm 2.19 \
    final_cells 139 \
    overflow 0 \
    required_ns 1.76 \
    synth.cellmix.simpleShare 0.341 \
    max_freq_ghz 0.466 \
    setup_violations 0 \
    start_kind "input port" \
    drt-vias-per-instance 3.23 \
    placed_cells 129 \
    path_common_cell "dlygate4sd2_1" \
    vias 449 \
    cp-end-kind "output port" \
    drc_errors 0 \
    ys_seq_share 0 \
    crit_path_max_fanout 5 \
    warning_count 58 \
    fp_util 0.118 \
    grt_max_degree 8 \
    slew_viol_final 0 \
    crit_slowest_cell "dlygate4sd2_1" \
    wl_per_cell_um 10.4 \
    postCtsHoldBufs 0 \
    syn_inst 58 \
    n_clock_buffer 0 \
    crit_chain "dlygate4sd2_1 -> buf_6 -> nor2_4 -> nand3b_1 -> buf_4 -> a31oi_2 -> dlygate4sd2_1" \
    synth_area_per_cell_um2 6.97 \
    drive_above_1_share 0.441 \
    ys_sh_aoi 0.139 \
    flop-count 0 \
    leakagePower_uw 0.000356 \
    numPortBuffers 21 \
    power_density_nw_per_um2 117 \
    die_w_um 80 \
    mi_logic_area_um2 337 \
    lay_top_cells "buf_4 (21), conb_1 (17), dlygate4sd2_1 (9)" \
    final_common_cell "buf_4" \
    xor_share 0.0217 \
    timing.max_cap.violations 0 \
    core_area_um2 3420 \
    dp_hpwl_mm 1.17 \
    ant_nets 0 \
    top_area_frac 0.372 \
    placementRows 21 \
    syn-cell-area_um2 404 \
    fill_cells 394 \
    yosys-stat-area_um2 404 \
    wl_mm 1.45 \
    ir_worst_vdd_uv 26.1 \
    period_used_share 0.974 \
    grt_pass1_vias 470 \
    gp_congestion 0.743 \
    ys_cells 58 \
    crit_path_max_incr_delay_ns 0.27 \
]
## through the flow
step | TNS, ns | worst slack (ns) | instance area, um^2 | power [uW] | hold WS [ns]
2_1_floorplan | 0 | 0.544 | 464 | 55.4 | 0.960
3_3_place_gp | -4.86 | -0.360 | 642 | 74.7 | 1.97
3_5_place_dp | -4.88 | -0.367 | 642 | 75.5 | 1.97
4_1_cts | 0 | 0.00579 | 721 | 82.8 | 1.42
5_1_grt | -0.0316 | -0.0231 | 756 | 98.1 | 1.44
6_report | 0 | 0.0563 | 756 | 88.6 | 1.41
## logic make-up after synthesis
family / Yosys count
other: 1
XOR/XNOR: 1
AND-OR/OR-AND: 9
multiplexers: 1
AND/OR/NAND/NOR: 21
buffers and inverters: 25
## worst paths after layout
check	slack, ns	endpoint	from	cells after the start
setup / recovery	0.06	inst[26]	a[4]	7
hold / removal	1.41	inst[5]	a[5]	4
## power breakdown
| part | total [uW] | internal (uW) | switching, uW | leakage [uW] |
|---|---|---|---|---|
| registers | 0 | 0 | 0 | 0 |
| clock network | 0 | 0 | 0 | 0 |
| logic | 88.6 | 50.8 | 37.7 | 0.000356 |
## Yosys cell counts
cell,instances
buf_4,20
nand2b_4,1
o22a_1,1
nand2b_1,4
nand2_1,2
nor3b_1,1
conb_1,1
a21oi_1,5
xnor2_1,1
nor3_1,4
a31oi_1,1
nor2_1,1
or2_2,1
buf_6,2
or3_1,1
nand3b_1,4
or3_4,1
nor2_2,1
mux2i_1,1
buf_2,3
o32ai_1,1
a21boi_0,1
## what timing repair did
item | in CTS | in global routing
setup buffers | 6 | 4
pin swaps | 11 | 5
gates resized | 37 | 6
setup endpoints to repair | 15 | 6
cloned | 0 | 0
## area by class of cell
cell class | instances | area share
well taps | 46 | 0.0762
multi-input cells | 49 | 0.445
repair buffers | 44 | 0.478
## layer usage
layer / routed length, um / up-vias / GRT usage / part of all wire
met1: 662 / 202 / 0.0482 / 0.46
met3: 79 / 0 / 0.00909 / 0.055
met5: 0 / - / 0 / 0
met4: 0 / 0 / 0 / 0
met2: 706 / 18 / 0.0754 / 0.49
li1: - / 229 / - / -
## worst max-delay path, delay by kind of cell
kind	cells	cell delay, ns
compound gates	1	0.15
buf+inv	4	0.82
simple gates	2	0.29
No activity file was given, so power comes from the tool's default toggle rates.
